==> /design/flow/design.v <==
`timescale 1ns / 1ps
module elevator #(
    parameter integer FLOORS = 8 ,
    parameter integer POS_W = 3,
    parameter integer DOOR_OPEN = 5
    )(
    input wire clk,
    input wire rst,
    input wire [FLOORS-1:0] floor_req,    
    output reg [POS_W-1:0] floor_pos,     
    output reg door_open,
    output reg moving_up,
    output reg moving_down
    );
    localparam [2:0] STATE_IDLE = 3'd0;
    localparam [2:0] STATE_UP = 3'd1;
    localparam [2:0] STATE_DOWN = 3'd2;
    localparam [2:0] STATE_STOP = 3'd3;
    localparam [2:0] STATE_DOOR = 3'd4;
    reg [2:0] state_q, state_d;
    reg [FLOORS-1:0] req_pending_q, req_pending_d;
    reg dir_up_q, dir_up_d;
    reg [POS_W-1:0] floor_pos_d;
    function integer clog2;
        input integer value;
        integer v;
            begin
                v = value - 1;
                clog2 = 0;
                while (v>0) begin
                    clog2 = clog2 +1;
                    v = v >> 1;
                end
            end
        endfunction
    localparam integer DOOR_CNT = (DOOR_OPEN <= 1) ? 1 : clog2(DOOR_OPEN);
    reg [DOOR_CNT-1:0] door_cnt_q, door_cnt_d;
    function [1:0] scan_above_below;
        input [FLOORS-1:0] pending;
        input [POS_W-1:0] current;
        integer i;
        reg req_above;
        reg req_below;
        begin
            req_above = 1'b0;
            req_below = 1'b0;
            for (i = 0;i < FLOORS;i = i + 1) begin
                if ((i > current) && (pending[i])) req_above = 1'b1;
                if ((i < current) && (pending[i])) req_below = 1'b1;
            end
            scan_above_below = {req_above,req_below};
        end
    endfunction
    reg req_above;
    reg req_below;
    reg [1:0] scan_dir;
    reg [POS_W-1:0] next_pos;
    always @(*) begin
    state_d = state_q;
    door_cnt_d = door_cnt_q;
    dir_up_d = dir_up_q;
    floor_pos_d = floor_pos;
    next_pos = floor_pos;
    req_pending_d = req_pending_q | floor_req;
    if (state_q == STATE_DOOR) begin
        if(floor_pos < FLOORS) 
            req_pending_d[floor_pos] = 1'b0;
    end
    scan_dir = scan_above_below(req_pending_d,floor_pos);
    req_above = scan_dir[1];
    req_below = scan_dir[0];
    case (state_q)
        STATE_IDLE: begin
            door_cnt_d = {DOOR_CNT{1'b0}};
                if ((floor_pos < FLOORS) && req_pending_d[floor_pos]) begin
                    state_d    = STATE_DOOR;
                    door_cnt_d = {DOOR_CNT{1'b0}};
                end
                else if (req_above && !req_below) begin
                    state_d  = STATE_UP;
                    dir_up_d = 1'b1;
                end
                else if (!req_above && req_below) begin
                    state_d  = STATE_DOWN;
                    dir_up_d = 1'b0;
                end
                else if (req_above && req_below) begin
                    state_d = (dir_up_q) ? STATE_UP : STATE_DOWN;
                end
                else begin
                    state_d = STATE_IDLE;
                end
            end
            STATE_UP: begin
                if (floor_pos < (FLOORS-1)) begin
                    next_pos   = floor_pos + {{(POS_W-1){1'b0}},1'b1};
                    floor_pos_d = next_pos;
                    if ((next_pos < FLOORS) && req_pending_d[next_pos]) begin
                        state_d  = STATE_STOP;
                        dir_up_d = 1'b1;
                    end
                end else begin
                    state_d = STATE_IDLE;    
                end
            end
            STATE_DOWN: begin
                if (floor_pos > 0) begin
                    next_pos    = floor_pos - {{(POS_W-1){1'b0}},1'b1};
                    floor_pos_d = next_pos;
                    if ((next_pos < FLOORS) && req_pending_d[next_pos]) begin
                        state_d  = STATE_STOP;
                        dir_up_d = 1'b0;
                    end
                end else begin
                    state_d = STATE_IDLE;    
                end
            end
            STATE_STOP: begin
                door_cnt_d = {DOOR_CNT{1'b0}};
                if ((floor_pos < FLOORS) && req_pending_d[floor_pos])
                    state_d = STATE_DOOR;
                else
                    state_d = STATE_IDLE;
            end
            STATE_DOOR: begin
                if (DOOR_OPEN <= 1) begin    
                    door_cnt_d = {DOOR_CNT{1'b0}};
                    if (req_above && !req_below) begin
                        state_d  = STATE_UP;  dir_up_d = 1'b1;
                    end else if (!req_above && req_below) begin
                        state_d  = STATE_DOWN;  dir_up_d = 1'b0;
                    end else if (req_above && req_below) begin
                        state_d = (dir_up_q) ? STATE_UP : STATE_DOWN;
                    end else begin
                        state_d = STATE_IDLE;
                    end
                end
                else begin
                    if (door_cnt_q >= (DOOR_OPEN-1)) begin
                        door_cnt_d = {DOOR_CNT{1'b0}};
                        if (req_above && !req_below) begin
                            state_d  = STATE_UP;  dir_up_d = 1'b1;
                        end else if (!req_above && req_below) begin
                            state_d  = STATE_DOWN;  dir_up_d = 1'b0;
                        end else if (req_above && req_below) begin
                            state_d = (dir_up_q) ? STATE_UP : STATE_DOWN;
                        end else begin
                            state_d = STATE_IDLE;
                        end
                    end
                    else begin
                        door_cnt_d = door_cnt_q + {{(DOOR_CNT-1){1'b0}},1'b1};
                    end
                end
            end
            default: begin
                state_d = STATE_IDLE;
            end
        endcase
    end
    always @(posedge clk or posedge rst) begin
        if(rst) begin
            state_q <= STATE_IDLE;
            req_pending_q <= {FLOORS{1'b0}};
            floor_pos <= {POS_W{1'b0}};
            door_cnt_q    <= {DOOR_CNT{1'b0}};
            dir_up_q      <= 1'b1;
        end
        else begin
            state_q <= state_d;
            req_pending_q <= req_pending_d;
            floor_pos <= floor_pos_d;
            door_cnt_q <= door_cnt_d;
            dir_up_q <= dir_up_d;
        end
    end
    always @(*) begin
        door_open = (state_q == STATE_DOOR);
        moving_up = (state_q == STATE_UP);
        moving_down = (state_q == STATE_DOWN);
    end
endmodule
==> /design/flow/run.sh <==
#!/bin/bash
# OpenROAD 26Q1-2900-gdf79404cd8, Yosys 0.63+post, stock flow scripts
make -C /OpenROAD-flow-scripts/flow DESIGN_CONFIG=/design/flow/config.mk WORK_HOME=/design/flow/orfs finish
==> /design/flow/config.mk <==
export PLATFORM = sky130hd
export DESIGN_NAME = elevator
export DESIGN_NICKNAME = elevator
export VERILOG_FILES = /design/flow/design.v
export SDC_FILE = /design/flow/constraint.sdc
export NUM_CORES = 4
export LEC_CHECK = 1
export CORE_UTILIZATION = 30
==> /design/flow/constraint.sdc <==
current_design elevator

set clk_period 3.9
set clk_io_pct 0.2

create_clock -name clk0 -period $clk_period [get_ports {clk}]

set non_clock_inputs [all_inputs -no_clocks]
set_input_delay [expr $clk_period * $clk_io_pct] -clock clk0 $non_clock_inputs
set_output_delay [expr $clk_period * $clk_io_pct] -clock clk0 [all_outputs]
==> impl_metrics.py <==
# Synthesis and PnR figures
metrics = {
    "floorplan": {
        "chip_area_um2": 5700,
        "fp-utilization_pct": 31.3,
        "core_um2": 5170,
        "die_h_um": 75.5,
        "std_cell_rows": 26,
        "io_pins": 16,
        "dieWidth_um": 75.5,
    },
    "setup_path": {
        "crit_path_start": "floor_pos[0]",
        "path_buffers": 1,
        "cpPeakStageDelay_ns": 0.51,
        "crit_chain": "inv_1 > ha_1 > ha_1 > and3b_2 > or2_2 > o21ai_0 > a2111oi_0 > o221ai_1 > ha_1 > nor4b_1 > o21ai_0 > o311ai_0",
        "crit_required_ns": 4.05,
        "cp-start-kind": "flip-flop",
        "timing.rr.start": "floor_pos[0]",
        "slowest_stage": "a2111oi_0",
        "cp_top_family": "AND-OR/OR-AND gates",
        "cp_common_cell": "ha_1",
        "cp_max_fo": 8,
        "critPathArrivalTime_ns": 3.66,
        "crit_type": "flip-flop to flip-flop",
        "end_kind": "flip-flop",
    },
    "final_layout": {
        "utilization_pct": 36.9,
        "drive_gt1_share_pct": 13.4,
        "syn_to_final_growth_pct": 17.7,
        "finalInstanceArea_um2": 1910,
    },
    "route": {
        "drtPass1Iterations": 4,
        "vias": 1518,
        "routed_wirelength_um": 4270,
        "drc": 0,
        "vias_per_cell": 5.58,
        "drt-initial-drc-count": 185,
        "wl_per_cell_um": 15.7,
        "final_antenna_net_count": 0,
        "insertedDiodeCount": 0,
    },
    "synth": {
        "flop_cell": "dfrtp_1",
        "ys_types": 52,
        "ys_cells": 187,
        "yosys_warnings": 1,
        "ys_area_um2": 1620,
        "ys_async_sr_fraction_pct": 100,
        "syn_area_um2": 1620,
        "edf_count": 0,
        "synth_area_per_cell_um2": 8.67,
        "synth_flop_count": 20,
        "syn_inst": 187,
        "ys_seq_share_pct": 31.0,
    },
    "sta": {
        "finalClockPeriodUsage_pct": 89.9,
        "finalHoldViolCount": 0,
        "skew_ns": 0.00795,
        "maxSlewViolCount": 0,
        "relSlewSlack_pct": 58.2,
        "worst_slack_ns": 0.396,
        "period_minus_slack_ns": 3.50,
        "finalSetupViolCount": 0,
        "rsz0062_at_grt": "false",
        "worst_pin_slew_ns": 0.610,
        "fmaxAchievable_mhz": 285,
        "setup_tns_ns": 0,
    },
    "place": {
        "place_ws_ns": 0.409,
        "gp_congestion": 0.930,
        "dp_hpwl_um": 3220,
        "place_area_um2": 1850,
        "portBuffers": 15,
    },
    "global_route": {
        "grt_max_degree": 21,
        "met1_usage_pct": 27.1,
        "grt_pass1_vias": 1474,
        "met3_usage_pct": 3.08,
        "antenna_found_initial": 0,
        "grt.overflow.total": 0,
        "met2_usage_pct": 26.1,
        "grt_pass1_wl_um": 7330,
        "grt.busiest_layer": "met1",
        "grt_usage_pct": 17.4,
    },
    "clocking": {
        "postCtsSetupBuffers": 0,
        "cts_tree": "yes",
        "h-tree-depth": 1,
        "cts_resized": 0,
        "clk_path_buf_depth": 2,
        "cts_root_buffer": "clkbuf_8",
        "ctsHoldBuffers": 0,
        "clkTransAtPathRegs_ns": 0.08,
        "clock-sinks": 20,
        "numCtsBuffers": 3,
        "insertion_delay_ns": 0.26,
    },
    "min_path": {
        "hold_class": "flip-flop to flip-flop",
        "hold_start": "door_cnt_q[2]",
    },
    "pwr": {
        "irDropWorstVdd_v": 0.000213,
        "p_leak_uw": 0.000751,
        "powerDensity_nw_per_um2": 779,
        "power_uw": 1490,
    },
    "run": {
        "maxCapViolCount": 0,
        "warning_count": 36,
    },
    "run_status": {
        "status": "finished clean",
    },
}
==> cell type report <==
class / count / area, um2
clock buffer: 4 / 55.1
tap: 70 / 87.6
multi-input combinational: 143 / 1020
fill: 521 / 3260
timing repair buffer: 19 / 180
inverter: 16 / 60.1
sequential: 20 / 503
==> per-layer routing <==
metal	routed length, um	vias to the layer above	part of all wire [%]
li1	-	729	-
met1	1980	714	46
met2	1890	68	44
met3	333	7	7.8
met4	67	0	1.6
met5	0	-	0
==> worst register-to-register path, delay by kind of cell, from the launching register on <==
kind | cells | cell delay, ns
adder cells (fa/ha/maj) | 3 | 0.86
AND/OR/NAND/NOR | 3 | 0.73
flip-flops | 1 | 0.38
AND-OR/OR-AND | 5 | 1.19
buffers and inverters | 1 | 0.23
==> synthesized netlist by cell type, types with 2 or more instances <==
cell type / number / area (um2)
mux4_2: 2 / 45.0
or2_2: 4 / 25.0
nor4_1: 3 / 18.8
o32a_1: 2 / 20.0
clkbuf_1: 5 / 18.8
inv_1: 15 / 56.3
and3b_2: 3 / 30.0
a21oi_1: 8 / 40.0
mux2_2: 2 / 22.5
a32oi_1: 2 / 17.5
o22ai_1: 4 / 25.0
and3_2: 2 / 15.0
dfstp_2: 2 / 52.6
or4_1: 2 / 15.0
o32ai_1: 5 / 43.8
o21ai_0: 17 / 85.1
a31oi_1: 3 / 18.8
ha_1: 16 / 200
mux2i_1: 3 / 30.0
nor3_1: 7 / 35.0
nand2_1: 13 / 48.8
nor2_1: 18 / 67.6
nor4b_1: 2 / 17.5
dfrtp_1: 18 / 450
and2_1: 2 / 12.5
==> kinds of logic after synthesis <==
group / after synthesis / synth area share (%)
buffers and inverters: 24 / 5.86
AND/OR/NAND/NOR: 62 / 20.2
adder cells (fa/ha/maj): 16 / 12.3
AND-OR/OR-AND: 56 / 23.5
flip-flops: 20 / 31.0
multiplexers: 7 / 6.02
XOR/XNOR: 2 / 1.08
==> state kept, by name (all words and copies together), names as in the netlist <==
| register | flops |
|---|---|
| floor_pos | 3 |
| state_q | 5 |
| dir_up_q | 1 |
| door_cnt_q | 3 |
| req_pending_q | 8 |
==> path summary, 6_finish.rpt <==
path                                     to  slack (ns)  cells after the start
max                              state_q[0]        0.40                     12
max in group asynchronous          dir_up_q        2.78                      3
min in group asynchronous  req_pending_q[6]        0.83                      3
min reg2reg                   door_cnt_q[0]        0.54                      1
max reg2reg                      state_q[0]        0.40                     12
min                           door_cnt_q[0]        0.54                      1
==> power by group <==
part,internal (uW),switching (uW)
registers,287,64.6
logic,407,564
clock network,89.9,74.6
==> metrics by stage <==
step | hold slack, ns | instances
final | 0.538 | 272
after global routing | 0.584 | 272
after CTS | 0.542 | 272
after detailed placement | 0.532 | 268
after global placement | 0.532 | 268
after floorplan | 0.479 | 187
==> placed cells by master (no fill, tap or decap), types with 2 or more instances in the layout <==
cell,netlist,layout
clkbuf_8,0,4
o21ai_0,17,17
a21oi_1,8,8
nor3_1,7,7
a31oi_1,3,3
ha_1,16,16
nor2_1,18,18
and3b_2,3,3
or2_2,4,4
inv_1,15,15
and2_1,2,2
buf_4,1,4
mux4_2,2,2
a32oi_1,2,2
or4_1,2,2
dfrtp_1,18,18
and3_2,2,2
nor4_1,3,3
nand2_1,13,13
dfstp_2,2,2
mux2i_1,3,3
mux2_2,2,2
nor4b_1,2,2
o32ai_1,5,5
clkdlybuf4s50_1,0,15
o32a_1,2,2
o22ai_1,4,4
No activity file was given, so power comes from the tool's default toggle rates.
